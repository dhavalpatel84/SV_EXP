File: run.sh
#!/bin/bash
# OpenROAD 26Q1-2900-gdf79404cd8, Yosys 0.63+post, stock flow scripts
make -C /OpenROAD-flow-scripts/flow DESIGN_CONFIG=/design/flow/config.mk WORK_HOME=/design/flow/orfs finish
File: config.mk
export PLATFORM = sky130hd
export DESIGN_NAME = tc_pcie_80bit_converter
export DESIGN_NICKNAME = tc_pcie_80bit_converter
export VERILOG_FILES = /design/flow/design.v
export SDC_FILE = /design/flow/constraint.sdc
export NUM_CORES = 4
export LEC_CHECK = 1
export CORE_UTILIZATION = 40
File: constraint.sdc
current_design tc_pcie_80bit_converter

set clk_period 4.9
set clk_io_pct 0.2

create_clock -name clk0 -period $clk_period [get_ports {rxclk_i}]

set non_clock_inputs [all_inputs -no_clocks]
set_input_delay [expr $clk_period * $clk_io_pct] -clock clk0 $non_clock_inputs
set_output_delay [expr $clk_period * $clk_io_pct] -clock clk0 [all_outputs]
File: design.v
module tc_pcie_80bit_converter 
(
input  logic        reset_n_i,
input  logic        rxclk_i,     
input  logic [ 1:0] rxwidth_i,  
input  logic [79:0] rxdata_i,    
output logic [79:0] rxdata_o,    
output logic        rxclk_o,     
 );
logic [79:0] rxdata_c ;
logic        rxclk_c  ;
logic [ 2:0] rxclk_count_c;
logic [79:0] rxdata_r ;
logic [ 2:0] rxclk_count_r;
logic [ 1:0] rxwidth_r;
logic [79:0] rxdata_in_r;  
assign rxdata_c = ( rxwidth_r   == 2'd0 ) ? {rxdata_in_r[09:0],rxdata_r[79:09]} :  
                  ( rxwidth_r   == 2'd1 ) ? {rxdata_in_r[19:0],rxdata_r[79:19]} :  
                  ( rxwidth_r   == 2'd2 ) ? {rxdata_in_r[39:0],rxdata_r[79:39]} :  
                                                           {rxdata_in_r[79:00]} ;  
assign rxclk_count_c = ( rxwidth_r == 2'd0 )  ? ( ( rxclk_count_r == 3'd7 ) ? 3'd0 : rxclk_count_r + 1'd1 ) :   
                       ( rxwidth_r == 2'd1 )  ? ( ( rxclk_count_r == 3'd3 ) ? 3'd0 : rxclk_count_r + 1'd1 ) :   
					   ( rxwidth_r == 2'd2 )  ? ( ( rxclk_count_r == 3'd1 ) ? 3'd0 : rxclk_count_r + 1'd1 ) :   
					                                                                                   3'd0 ;   
assign rxclk_c  = ( rxclk_count_r == 'd0 ) ? ~rxclk_r : rxclk_r;    														   
 always @(posedge rxclk_i or negedge reset_n_i)
 begin
    if ( ~reset_n_i)
	begin
	   rxdata_r      <= 80'd0;
	   rxclk_r       <=  1'b0;
	   rxclk_count_r <=  3'd0;
	   rxwidth_r     <=  2'd0;
	   rxdata_in_r   <= 80'd0;
	end 
	else 
	begin
	   rxdata_r      <= rxdata_c;
	   rxclk_r       <= rxclk_c ;
	   rxclk_count_r <= rxclk_count_c;
	   rxwidth_r     <= rxwidth_i;
	   rxdata_in_r   <= rxdata_i;
	end 
 end 
assign rxdata_o = rxdata_r ;  
assign rxclk_o  = rxclk_r  ;  
endmodule :tc_pcie_80bit_converter
==> job_summary.md <==
## Implementation flow summary

| Metric | Value |
|---|---|
| Number of cells in the yosys synthesis report | 291 |
| Leakage power summed over all cells | 3.50 nW |
| Hold Crit Depth | 1 |
| Reg-to-Reg End | rxclk_count_r[0]$_DFF_PN0_ |
| Fraction of met2 tracks used by global routing | 28.8% |
| Standard-cell row count | 45 |
| Tally of filler cells in the layout | 1,094 |
| Number of cell instances on the worst register-to-register path | 4 |
| Hold-fix buffer count after cts | 0 |
| GR Util All Layers | 20.2% |
| Transition time of the tightest slew-check pin | 0.751 ns |
| Most congested layer reported by global routing | met1 |
| Result of the run | finished clean |
| Buffer type at the clock tree root | sky130_fd_sc_hd__clkbuf_16 |
| Final worst path period need | 2.35 ns |
| Number of library cell types mapped by synthesis | 19 |
| DRC | 0 |
| Delay of the slowest cell on the worst path | 0.50 ns |
| Slowest CP cell | sky130_fd_sc_hd__clkdlybuf4s50_1 |
| Worst-case register-to-register setup slack | 2.67 ns |
| Post-route worst hold slack | 0.545 ns |
| Slew headroom | 49.9% |
| Starting DRT DRC Count | 179 |
| Total number of H-tree levels | 4 |
| Most frequent cells after synthesis | sky130_fd_sc_hd__dfrtp_1, sky130_fd_sc_hd__mux4_2, sky130_fd_sc_hd__buf_2 |
| TritonCTS Sinks | 166 |
| HP Class | flop to flop |
| Peak clock frequency supported by timing | 425 MHz |
| Cts bufs inserted | 17 |
| Clock tree from TritonCTS | done |
| Clock latency on the worst-skew pair | 0.42 ns |
| Clk buf depth | 2 |
| Share of flip-flops with an asynchronous set or reset | 100% |
| Max Fanout on Critical Path | 4 |
| Aggregate negative setup slack | 0 ns |
| Critical Path RT | 3.92 ns |
| Final GP Congestion | 0.793 |
| Largest cells by area | sky130_fd_sc_hd__dfrtp_1, sky130_fd_sc_hd__mux4_2, sky130_fd_sc_hd__ha_1 |
| Ports | 165 |
| Element type at the critical path end | primary output |
| Global-route track usage on met3 | 9.94% |
| # diodes | 0 |
| Arrival time of the worst setup path | 1.37 ns |
| Yosys warning count | 4 |
| Initial Util | 41.3% |
| Tcrit/Tclk final | 48.0% |
| Buffering stage count on the worst path with inverters included | 1 |
| Clock transition at the registers of the reported paths | 0.06 ns |
| Core box area | 15,300 um2 |
| Hold path startpoint | rxclk_r$_DFFE_PN0N_ |
| Placed Cells incl. Taps | 650 |
| Number of global-route vias before repair | 4,014 |
| RSZ-0062 raised after global routing | false |
| Growth of design area from synthesis to finish | 38.3% |
| # port buffers | 164 |
| Met1 GRT Util | 32.0% |
| Share of layout cells above drive strength 1 | 25.1% |
| Post-synthesis sequential area ratio | 65.9% |
| Max-slew violations | 0 |
| Power, Total | 0.00362 W |
| Number of gates resized after CTS | 0 |
| Global route overflow | 0 |
| Routed length per instance | 20.9 um |
| Area post-placement | 8090 um2 |
| Cell taking the most area after synthesis | sky130_fd_sc_hd__dfrtp_1 |
| # setup viols final | 0 |
| Overall die width | 127 um |
| Instance tally after logic synthesis | 291 |
| Detailed placement HPWL | 9840 um |
| Delay-heaviest family, CP | buffers and inverters |
| Layout Skew | 0.00668 ns |
| End point of the most critical hold path | rxclk_r$_DFFE_PN0N_ |
| Post-Syn Area | 6300 um2 |
| Most used DFF post-synth | sky130_fd_sc_hd__dfrtp_1 |
| Reg-to-Reg Start | rxwidth_r[1]$_DFF_PN0_ |
| EDFF count, synth | 0 |
| Synth flops | 166 |
| Yosys top cell area share | 65.9% |
| Number of standard cells in the layout, taps in and fillers out | 682 |
| Mean instance size in the synthesized netlist | 21.6 um2 |
| Chip area in the Yosys report | 6300 um2 |
| Count of endpoints failing hold in the final timing report | 0 |
| Areal power density over the cells | 415 nW/um2 |
| Total number of vias | 3,530 |
| Iteration count of the initial detailed-routing pass | 4 |
| Setup fix buffers added after clock tree synthesis | 0 |
| Classification of the worst setup path | flop to primary output |
| Chip area | 16,300 um2 |
| Max Cap Violations | 0 |
| Area of all placed cells without fillers | 8710 um2 |
| Number of vias per cell after detailed routing | 5.18 |
| Detailed-route wire length | 14,300 um |
| Detail Route Antenna Nets | 0 |
| Antenna violations before repair | 0 |
| Cell with the most instances after synthesis | sky130_fd_sc_hd__dfrtp_1 |
| Crit path launch type | flop |
| Maximum number of pins on one net before global-route repair | 86 |
| Tool warnings | 28 |
| Cells traversed along the worst timing path | clkdlybuf4s50_1 |
| Global-route wire length before repair | 22,800 um |
| Chip Height | 127 um |
| IR drop worst, VDD | 0.000309 V |
## cell usage in the layout (no fill, tap or decap), types with 2 or more instances in the layout
cell | Yosys | final
sky130_fd_sc_hd__a21oi_1 | 2 | 2
sky130_fd_sc_hd__buf_4 | 6 | 3
sky130_fd_sc_hd__bufinv_16 | 0 | 4
sky130_fd_sc_hd__clkbuf_1 | 0 | 2
sky130_fd_sc_hd__clkbuf_16 | 0 | 17
sky130_fd_sc_hd__clkdlybuf4s50_1 | 0 | 163
sky130_fd_sc_hd__clkinv_2 | 0 | 3
sky130_fd_sc_hd__clkinv_4 | 0 | 2
sky130_fd_sc_hd__clkinvlp_4 | 0 | 2
sky130_fd_sc_hd__dfrtp_1 | 166 | 164
sky130_fd_sc_hd__dfrtp_4 | 0 | 2
sky130_fd_sc_hd__ha_1 | 5 | 5
sky130_fd_sc_hd__inv_1 | 4 | 4
sky130_fd_sc_hd__mux4_2 | 80 | 80
sky130_fd_sc_hd__nand2_1 | 4 | 4
sky130_fd_sc_hd__nor2_1 | 2 | 2
## worst reg2reg max path, stage by stage (launching register included)
cell and delay (ns):
sky130_fd_sc_hd__dfrtp_4 0.81, sky130_fd_sc_hd__buf_4 0.64, sky130_fd_sc_hd__nor2_1 0.15, sky130_fd_sc_hd__mux2_2 0.29, sky130_fd_sc_hd__a221oi_1 0.25
## registers in the layout, indices dropped and copies added, names as in the netlist
signal and flops:
rxdata_in_r 80, rxdata_r 80, rxwidth_r 2, rxclk_count_r 3
rxclk_r 1
## kinds of logic (layout without fill, tap and decap cells)
logic type / count (synthesis) / in the layout / share of synthesized area, %
AOI/OAI and AO/OA: 7 / 7 / 0.814
buffers and inverters: 24 / 204 / 2.88
adders and majority gates: 5 / 5 / 0.993
DFF: 166 / 166 / 65.9
xor gates and xnor gates: 1 / 1 / 0.139
and+or+nand+nor: 7 / 7 / 0.457
muxes: 81 / 81 / 28.8
## power by group
part	internal [W]	switching, W	total, W
sequential	0.00152	0.000162	0.00168
clock	0.000867	0.000531	0.00140
combinational	0.000407	0.000129	0.000536
total	0.00279	0.000822	0.00362
## metal layers
| layer | vias up | share of wire, % |
|---|---|---|
| li1 | 1470 | - |
| met1 | 1867 | 40 |
| met2 | 185 | 48 |
| met3 | 8 | 11 |
| met4 | 0 | 1.0 |
| met5 | - | 0 |
## final cells by class
| type | instances | area [um2] | share of cell area, % |
|---|---|---|---|
| Clock buffer | 20 | 447 | 5.13 |
| Clock inverter | 12 | 176 | 2.02 |
| Inverter | 4 | 15.0 | 0.172 |
| Multi-Input combinational cell | 101 | 1960 | 22.5 |
| Sequential cell | 166 | 4160 | 47.8 |
| Tap cell | 211 | 264 | 3.03 |
| Timing Repair Buffer | 168 | 1690 | 19.3 |
## how the worst max path moves through the flow
stage                          start                          to  slack, ns  cells past startpoint
CTS           rxdata_r[59]$_DFF_PN0_                rxdata_o[59]       2.52                      1
global route  rxwidth_r[1]$_DFF_PN0_  rxclk_count_r[0]$_DFF_PN0_       2.48                      4
finish        rxdata_r[79]$_DFF_PN0_                rxdata_o[79]       2.55                      1
## per-stage QoR
step	utilization, %	worst slack [ns]
6_report	57.1	2.55
5_1_grt	57.1	2.48
4_1_cts	57.1	2.52
3_5_place_dp	53.0	2.68
3_3_place_gp	53.0	2.70
2_1_floorplan	-	3.53
No activity file was given, so power comes from the tool's default toggle rates.
