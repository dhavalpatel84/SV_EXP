## design/flow/design.v

```verilog
module tc_pcie_block_align_gen1_2_80bit
(
input          rxclk_i,
input          reset_n_i, 
input  [79:0]  rxdata_pma_i,
input          blockalign_enable_i,
output [79:0]  aligned_rxdata_o,
output         rxdata_valid_o 
);
logic  [79:0]  rxdata_pma_r;
logic          blockalign_enable_r;
logic  [79:0]  aligned_rxdata_r;
logic          rxdata_valid_r; 
parameter TC_PCIE_COM = 10'h1bc;
logic   [239:0] shifted_rxdata_240bit_c;
logic   [ 79:0] aligned_rxdata_c;
logic           rxdata_valid_c; 
logic   [ 79:0] com_detected_c;
logic   [ 06:0] index_value_c;
logic   [239:0] shifted_rxdata_240bit_r;
logic   [ 79:0] com_detected_r;
logic   [ 06:0] index_value_r;
assign shifted_rxdata_240bit_c = {rxdata_pma_r,shifted_rxdata_240bit_r[239:80]};  
genvar i;
generate              
   for ( i = 0; i < 80 ; i=i+1)
   begin :COM_DETECT
        assign com_detected_c[i] = ( shifted_rxdata_240bit_r[i+80+:10] == TC_PCIE_COM ) ? 1'b1 : 1'b0;
   end :COM_DETECT 
endgenerate                
assign index_value_c = com_detected_r[0] ? 4'd0 :
                       com_detected_r[1] ? 4'd1 :
					   com_detected_r[2] ? 4'd2 :
					   com_detected_r[3] ? 4'd3 :
                       com_detected_r[4] ? 4'd4 :
					   com_detected_r[5] ? 4'd5 :
					   com_detected_r[6] ? 4'd6 :
					   com_detected_r[7] ? 4'd7 :
					   com_detected_r[8] ? 4'd8 :
					   com_detected_r[9] ? 4'd9 : 
					   com_detected_r[10] ? 4'd10 :
                       com_detected_r[11] ? 4'd11 :
					   com_detected_r[12] ? 4'd12 :
					   com_detected_r[13] ? 4'd13 :
                       com_detected_r[14] ? 4'd14 :
					   com_detected_r[15] ? 4'd15 :
					   com_detected_r[16] ? 4'd16 :
					   com_detected_r[17] ? 4'd17 :
					   com_detected_r[18] ? 4'd18 :
					   com_detected_r[19] ? 4'd19 : 
					   com_detected_r[20] ? 4'd20 :
                       com_detected_r[21] ? 4'd21 :
					   com_detected_r[22] ? 4'd22 :
					   com_detected_r[23] ? 4'd23 :
                       com_detected_r[24] ? 4'd24 :
					   com_detected_r[25] ? 4'd25 :
					   com_detected_r[26] ? 4'd26 :
					   com_detected_r[27] ? 4'd27 :
					   com_detected_r[28] ? 4'd28 :
					   com_detected_r[29] ? 4'd29 : 
					   com_detected_r[30] ? 4'd30 :
                       com_detected_r[31] ? 4'd31 :
					   com_detected_r[32] ? 4'd32 :
					   com_detected_r[33] ? 4'd33 :
                       com_detected_r[34] ? 4'd34 :
					   com_detected_r[35] ? 4'd35 :
					   com_detected_r[36] ? 4'd36 :
					   com_detected_r[37] ? 4'd37 :
					   com_detected_r[38] ? 4'd38 :
					   com_detected_r[39] ? 4'd39 :
					   com_detected_r[40] ? 4'd40 :
                       com_detected_r[41] ? 4'd41 :
					   com_detected_r[42] ? 4'd42 :
					   com_detected_r[43] ? 4'd43 :
                       com_detected_r[44] ? 4'd44 :
					   com_detected_r[45] ? 4'd45 :
					   com_detected_r[46] ? 4'd46 :
					   com_detected_r[47] ? 4'd47 :
					   com_detected_r[48] ? 4'd48 :
					   com_detected_r[49] ? 4'd49 : 
					   com_detected_r[50] ? 4'd50 :
                       com_detected_r[51] ? 4'd51 :
					   com_detected_r[52] ? 4'd52 :
					   com_detected_r[53] ? 4'd53 :
                       com_detected_r[54] ? 4'd54 :
					   com_detected_r[55] ? 4'd55 :
					   com_detected_r[56] ? 4'd56 :
					   com_detected_r[57] ? 4'd57 :
					   com_detected_r[58] ? 4'd58 :
					   com_detected_r[59] ? 4'd59 : 
					   com_detected_r[60] ? 4'd60 :
                       com_detected_r[61] ? 4'd61 :
					   com_detected_r[62] ? 4'd62 :
					   com_detected_r[63] ? 4'd63 :
                       com_detected_r[64] ? 4'd64 :
					   com_detected_r[65] ? 4'd65 :
					   com_detected_r[66] ? 4'd66 :
					   com_detected_r[67] ? 4'd67 :
					   com_detected_r[68] ? 4'd68 :
					   com_detected_r[69] ? 4'd69 : 
					   com_detected_r[70] ? 4'd70 :
                       com_detected_r[71] ? 4'd71 :
					   com_detected_r[72] ? 4'd72 :
					   com_detected_r[73] ? 4'd73 :
                       com_detected_r[74] ? 4'd74 :
					   com_detected_r[75] ? 4'd75 :
					   com_detected_r[76] ? 4'd76 :
					   com_detected_r[77] ? 4'd77 :
					   com_detected_r[78] ? 4'd78 :
					   com_detected_r[79] ? 4'd79 :index_value_r ;
assign  rxdata_valid_c = ( (|com_detected_r) & blockalign_enable_r ) ? 1'b1 : rxdata_valid_r;
assign  aligned_rxdata_c = shifted_rxdata_240bit_r[index_value_r+:10];
always @( posedge rxclk_i or negedge reset_n_i )
begin
    if ( ~reset_n_i) 
    begin 
	   rxdata_pma_r            <=  80'b0;
       blockalign_enable_r     <=   1'b0;
       shifted_rxdata_240bit_r <= 240'b0; 	   
	   aligned_rxdata_r        <=  80'b0;
	   rxdata_valid_r          <=   1'b0;
	   com_detected_r          <=   1'b0;
	   index_value_r           <=   7'b0;
    end 
    else 
    begin
	   rxdata_pma_r               <= rxdata_pma_i;
       blockalign_enable_r        <= blockalign_enable_i; 
	   shifted_rxdata_240bit_r    <= shifted_rxdata_240bit_c;
	   aligned_rxdata_r           <= aligned_rxdata_c;
	   rxdata_valid_r             <= rxdata_valid_c;
	   com_detected_r             <= com_detected_c;
	   index_value_r              <= index_value_c;
    end 	
end 
assign aligned_rxdata_o = aligned_rxdata_r;
assign rxdata_valid_o   = rxdata_valid_r;
endmodule : tc_pcie_block_align_gen1_2_80bit
```

## design/flow/run.sh

```bash
#!/bin/bash
# OpenROAD 26Q1-2900-gdf79404cd8, Yosys 0.63+post, stock flow scripts
make -C /OpenROAD-flow-scripts/flow DESIGN_CONFIG=/design/flow/config.mk WORK_HOME=/design/flow/orfs finish
```

## design/flow/config.mk

```make
export PLATFORM = sky130hd
export DESIGN_NAME = tc_pcie_block_align_gen1_2_80bit
export DESIGN_NICKNAME = tc_pcie_block_align_gen1_2_80bit
export VERILOG_FILES = /design/flow/design.v
export SDC_FILE = /design/flow/constraint.sdc
export NUM_CORES = 4
export LEC_CHECK = 1
export CORE_UTILIZATION = 50
```

## design/flow/constraint.sdc

```tcl
current_design tc_pcie_block_align_gen1_2_80bit

set clk_period 6.6
set clk_io_pct 0.2

create_clock -name clk0 -period $clk_period [get_ports {rxclk_i}]

set non_clock_inputs [all_inputs -no_clocks]
set_input_delay [expr $clk_period * $clk_io_pct] -clock clk0 $non_clock_inputs
set_output_delay [expr $clk_period * $clk_io_pct] -clock clk0 [all_outputs]
```

==> run_results.csv <==
group,metric,value,unit
finish,nFillCells,1933,
timing,finalHoldViolCount,0,
clock_network,clk_latency,0.51,ns
route,first_iter_violations,397,
timing,grt_setup_unrepaired,"false",
setup_path,cp_top_family,"buffers and inverters",
setup_path,crit_buf_inv,1,
grt,grt_usage,18.7,%
synth,postSynthCellCount,943,
place,io_buffers,93,
place,place_congestion,0.830,
route,totalWireLength,22200,µm
grt,antenna_found_initial,0,
finish,syn2layout_area_growth,18.3,%
setup_path,rr_worst_depth,4,
hold_path,min_path_cells,0,
timing,fmax,381,MHz
synth,syn_area_per_cell,13.8,µm²
grt,grt_pass1_wl,37400,µm
route,detail-route-antenna-nets,0,
setup_path,worst_setup_path_start_kind,"flip-flop",
finish,post-route-cell-area,15400,µm²
clock_network,cts-root-buf,"clkbuf_16",
synth,ys_types,55,
synth,synth_flop_count,361,
finish,drive_above_1_share,9.16,%
timing,setup_viol,0,
grt,grt_max_degree,142,
floorplanning,rows,58,
clock_network,numCtsBuffers,36,
grt,overflow,0,
floorplanning,core,25300,µm²
timing,tns,0,ns
power,vdd_drop_max,0.000237,V
synth,synth_area_leader_cell,"dfrtp_1",
timing,worst_slack,3.98,ns
place,dp_slack,4.06,ns
setup_path,crit_path_max_fanout,2,
grt,grt_pass1_vias,7441,
route,route.met3.wl,1300,µm
synth,netlist_area,13000,µm²
place,dp_hpwl,15000,µm
power,power.leakage,0.00667,µW
flow_run,cap_viol_max_count,0,
setup_path,arrival,1.30,ns
timing,slew-limit-headroom,55.0,%
clock_network,h-tree-depth,2,
route,m1WireLength,9750,µm
timing,fin_crit,2.62,ns
clock_network,ctsHoldBuffers,0,
timing,final-max-slew-violation-count,0,
route,n_antenna_cell,0,
clock_network,clkTransAtPathRegs,0.06,ns
finish,most-common-layout-cells,"dfrtp_1, clkdlybuf4s50_1, conb_1, nor4_1, nor2_1",
setup_path,crit_required,5.28,ns
synth,edf_count,0,
setup_path,crit_type,"flip-flop to output pin",
setup_path,crit_slowest_cell,"clkdlybuf4s50_1",
hold_path,hold_path_class,"flip-flop to flip-flop",
setup_path,cp_num_cells,1,
floorplanning,die_area,26600,µm²
flow_run,warning_count,29,
floorplanning,die_x,163,µm
synth,top_area_share,69.5,%
clock_network,post_cts_resized,0,
setup_path,crit_chain,"clkdlybuf4s50_1",
clock_network,post_cts_buffers,0,
setup_path,crit_path_end_kind,"output pin",
finish,final_common_cell,"dfrtp_1",
route,drtPass1Iterations,5,
place,place_area,14100,µm²
route,routed_via_density,5.28,
timing,skew,0.0177,ns
synth,synth_warnings,65,
power,p_per_area,334,nW/µm²
route,wl_per_cell,15.6,µm
synth,postSynthSeqShare,69.5,%
synth,ys_cells,943,
route,maxUsedRoutingLayer,"met4",
synth,async_flop_share,100,%
clock_network,cts_tree,"done",
floorplanning,fp.dieH,163,µm
route,met2RoutedLength,10700,µm
clock_network,cts.sinks,361,
synth,ys_area,13000,µm²
synth,yosys_most_used_dff,"dfrtp_1",
route,drc,0,
timing,fin_crit_sh,39.8,%
floorplanning,initCoreUtil,51.3,%
floorplanning,io-pin-count,164,
setup_path,max_stage_delay,0.45,ns
finish,fin_util,60.7,%
timing,worst_pin_slew,0.676,ns
clock_network,cts_buffer_depth,3,
synth,area_leaders,"dfrtp_1, buf_4, nor4_1",
route,vias,7506,
status,status,"finished clean",
-- cell type report --
type | instances | area [µm²] | area share [%]
clock buffer | 48 | 1090 | 7.08
clock inverter | 16 | 233 | 1.51
inverter | 15 | 56.3 | 0.366
multi-input combinational | 555 | 3570 | 23.2
sequential | 361 | 9030 | 58.7
tap | 330 | 413 | 2.68
timing repair buffer | 97 | 991 | 6.44
-- metrics by stage --
stage          hold slack [ns]  cells  total power (µW)
2_1_floorplan            0.331   1012              2830
3_3_place_gp             0.332   1358              3020
3_5_place_dp             0.335   1358              3020
4_1_cts                  0.345   1422              5210
5_1_grt                  0.350   1422              5390
6_report                 0.341   1422              5140
-- worst reg2reg max path, delay by kind of cell (launching register included) --
family / cells / cell delay (ns)
buffers and inverters: 1 / 0.45
muxes: 1 / 0.48
DFF: 1 / 0.78
AOI/OAI and AO/OA: 2 / 0.37
-- routing by layer --
layer	GRT usage [%]	vias up
met1	30.5	3708
li1	-	3516
met4	3.91	0
met2	28.0	242
met3	4.06	40
met5	0	-
-- final timing paths --
path                                              start                      endpoint  slack (ns)
min in group asynchronous                     reset_n_i  shifted_rxdata_240bit_r[238]        0.81
max in group asynchronous                     reset_n_i  shifted_rxdata_240bit_r[195]        4.65
max reg2reg                            index_value_r[0]           aligned_rxdata_r[9]        4.39
max                                      rxdata_valid_r                rxdata_valid_o        3.98
min                        shifted_rxdata_240bit_r[232]  shifted_rxdata_240bit_r[152]        0.34
min reg2reg                shifted_rxdata_240bit_r[232]  shifted_rxdata_240bit_r[152]        0.34
-- Yosys cell counts (all sizes together), types with 15 or more instances --
cell    number
a21oi       15
buf         77
dfrtp      361
inv         15
mux2i       19
nand2       45
nand2b      39
nand3       15
nand3b      24
nand4b      25
nor2        59
nor3        28
nor4        62
-- power breakdown --
group	total, µW	leakage, µW	switching, µW	internal [µW]
registers	2450	0.00439	110	2340
logic	528	0.00165	222	306
clock network	2160	0.000638	803	1360
total	5140	0.00667	1130	4010
-- state kept, by name, summed over array words and instances, names as in the netlist --
signal                   count
com_detected_r              80
shifted_rxdata_240bit_r    185
rxdata_pma_r                80
rxdata_valid_r               1
aligned_rxdata_r            10
blockalign_enable_r          1
index_value_r                4
-- logic make-up (layout without fill, tap and decap cells) --
group	after synthesis	in the layout	share of synthesized area [%]
compound gates	72	72	3.83
buf+inv	96	176	5.05
flops	361	361	69.5
mux	36	36	4.06
other cells	1	70	0.0288
simple gates	377	377	17.5
No activity file was given, so power comes from the tool's default toggle rates.
