## /design/flow/design.v

```verilog
module tc_pcie_block_align_gen3_4_5
(
input         rxclk_i,
input         reset_n_i,
input  [9:0]  rxdata_pma_i,
input         blockalign_enable_i,
input  [2:0]  rate_i,
output [9:0]  aligned_rxdata_o,
output        rxdata_valid_o 
);
logic  [9:0]  rxdata_pma_r;
logic         blockalign_enable_r;
logic  [9:0]  aligned_rxdata_r;
logic         rxdata_valid_r; 
logic  [2:0]  rate_r;
parameter TC_PCIE_EIEOS_GEN3 = 16'hFF_00;
parameter TC_PCIE_EIEOS_GEN4 = 32'hFFFF_0000;        
parameter TC_PCIE_EIEOS_GEN5 = 64'hFFFFFFFF_00000000;  
logic   [39:0] shifted_rxdata_40bit_c;
logic   [59:0] shifted_rxdata_60bit_c;
logic   [89:0] shifted_rxdata_90bit_c;
logic   [09:0] aligned_rxdata_c;
logic          rxdata_valid_c; 
logic   [09:0] eieos_detected_c;
logic   [03:0] index_value_c;
logic   [39:0] shifted_rxdata_40bit_r;
logic   [59:0] shifted_rxdata_60bit_r;
logic   [89:0] shifted_rxdata_90bit_r;
logic   [09:0] eieos_detected_r;
logic   [03:0] index_value_r;
assign shifted_rxdata_40bit_c = {rxdata_pma_r,shifted_rxdata_40bit_r[39:10]};  
assign shifted_rxdata_60bit_c = {rxdata_pma_r,shifted_rxdata_60bit_r[49:10]};  
assign shifted_rxdata_90bit_c = {rxdata_pma_r,shifted_rxdata_90bit_r[79:10]};  
genvar i; 
generate 
   for ( i = 0; i < 10 ; i++ )
   begin :EIEOS_DETECT
        assign eieos_detected_c[i] = ( ( shifted_rxdata_40bit_r[i+10 +:16] == TC_PCIE_EIEOS_GEN3 ) && ( rate_r == 3'd2 )) ? 1'b1 : 
		                             ( ( shifted_rxdata_60bit_r[i+10 +:32] == TC_PCIE_EIEOS_GEN4 ) && ( rate_r == 3'd3 )) ? 1'b1 : 
									 ( ( shifted_rxdata_90bit_r[i+10 +:64] == TC_PCIE_EIEOS_GEN5 ) && ( rate_r == 3'd4 )) ? 1'b1 :1'b0;
   end :EIEOS_DETECT 
endgenerate                 
assign index_value_c = eieos_detected_r[0] ? 4'd0 :
                       eieos_detected_r[1] ? 4'd1 :
					   eieos_detected_r[2] ? 4'd2 :
					   eieos_detected_r[3] ? 4'd3 :
                       eieos_detected_r[4] ? 4'd4 :
					   eieos_detected_r[5] ? 4'd5 :
					   eieos_detected_r[6] ? 4'd6 :
					   eieos_detected_r[7] ? 4'd7 :
					   eieos_detected_r[8] ? 4'd8 :
					   eieos_detected_r[9] ? 4'd9 : index_value_r ;
assign  rxdata_valid_c = ( (|eieos_detected_r) & blockalign_enable_r ) ? 1'b1 : rxdata_valid_r;
assign  aligned_rxdata_c = shifted_rxdata_40bit_r[index_value_r+:10];
always @( posedge rxclk_i or negedge reset_n_i )
begin
    if ( ~reset_n_i) 
    begin 
	   rxdata_pma_r           <= 10'b0;
       blockalign_enable_r    <= 1'b0;
       shifted_rxdata_40bit_r <= 40'b0; 	   
	   shifted_rxdata_60bit_r <= 60'b0; 	   
	   shifted_rxdata_90bit_r <= 90'b0; 	   
	   aligned_rxdata_r       <= 10'b0;
	   rxdata_valid_r         <= 1'b0;
	   eieos_detected_r       <= 1'b0;
	   index_value_r          <= 4'b0;
	   rate_r                 <= 3'b0;
    end 
    else 
    begin
	   rxdata_pma_r           <= rxdata_pma_i;
       blockalign_enable_r    <= blockalign_enable_i; 
	   shifted_rxdata_40bit_r <= shifted_rxdata_40bit_c;
	   shifted_rxdata_60bit_r <= shifted_rxdata_60bit_c;
	   shifted_rxdata_90bit_r <= shifted_rxdata_90bit_c;
	   aligned_rxdata_r       <= aligned_rxdata_c;
	   rxdata_valid_r         <= rxdata_valid_c;
	   eieos_detected_r       <= eieos_detected_c;
	   index_value_r          <= index_value_c;
	   rate_r                 <= rate_i;
    end 	
end 
assign aligned_rxdata_o = aligned_rxdata_r;
assign rxdata_valid_o   = rxdata_valid_r;
endmodule : tc_pcie_block_align_gen3_4_5
```

## /design/flow/config.mk

```make
export PLATFORM = sky130hd
export DESIGN_NAME = tc_pcie_block_align_gen3_4_5
export DESIGN_NICKNAME = tc_pcie_block_align_gen3_4_5
export VERILOG_FILES = /design/flow/design.v
export SDC_FILE = /design/flow/constraint.sdc
export NUM_CORES = 4
export LEC_CHECK = 1
export CORE_UTILIZATION = 50
```

## /design/flow/run.sh

```bash
#!/bin/bash
# OpenROAD 26Q1-2900-gdf79404cd8, Yosys 0.63+post, stock flow scripts
make -C /OpenROAD-flow-scripts/flow DESIGN_CONFIG=/design/flow/config.mk WORK_HOME=/design/flow/orfs finish
```

## /design/flow/constraint.sdc

```tcl
current_design tc_pcie_block_align_gen3_4_5

set clk_period 3.1
set clk_io_pct 0.2

create_clock -name clk0 -period $clk_period [get_ports {rxclk_i}]

set non_clock_inputs [all_inputs -no_clocks]
set_input_delay [expr $clk_period * $clk_io_pct] -clock clk0 $non_clock_inputs
set_output_delay [expr $clk_period * $clk_io_pct] -clock clk0 [all_outputs]
```

==> flow_summary.toml <==
# physical design summary
[run_status]
status = "finished, final reports clean"

[clock_network]
cts_buffer_depth = 2
clock.latency.late_pin_ns = 0.37
cts_hold_buf = 0
tritoncts = "yes"
cts_made_buffers = 9
cts.clk_slew.worst_paths_ns = 0.11
post_cts.repair.setup_buffers = 0
cts_sinks = 109
cts_root_buffer = "clkbuf_8"
cts_resized = 0
h-tree-depth = 3

[placement]
post-place-ws_ns = 0.948
place_congestion = 1.01
dpl.hpwl_um = 7760
port-buffer-count = 26
dp_cells = 482

[critical_path]
critPathSlowestCell = "or4_1"
arrival_ns = 2.49
crit_chain = "or4_1 > nor3_1 > nand4_1 > nor4_1 > a211o_1"
cp_num_buf_inv = 0
crit_fanout = 8
cp-end-kind = "register"
start_kind = "register"
path_class = "reg -> reg"
path_delay_family = "simple AND/OR/NAND/NOR gates"
worstPathRequired_ns = 3.39
max_stage_delay_ns = 0.67

[flow_run]
max_cap_violations = 0
warnings = 25

[hold_path]
hold_class = "in -> async"

[grt]
grt_use_met2_pct = 39.2
met3_usage_pct = 4.78
grt-ovfl-total = 0
top_usage_layer = "met1"
antenna_found_initial = 0
track_usage_pct = 25.6
grt_pass1_vias = 3105
grtUsageMet1_pct = 40.8
grt_max_degree = 63
grt_pass1_wl_um = 17400

[synth]
yosysCellCount = 356
ff_type = "dfrtp_1"
syn_inst = 356
syn_area_um2 = 4500
yosysChipArea_um2 = 4500
edf_count = 0
yosys_warnings = 1
yosysTopAreaCell = "dfrtp_1"
top_cell_area_share_pct = 60.6
synthDistinctLibCells = 58
top_cells_by_area = "dfrtp_1, mux2i_1, mux4_2, nor2_1, nand2_1"
ys_ff = 109
avgSynthCellArea_um2 = 12.6
ys_async_sr_fraction_pct = 100
synth_seq_share_pct = 60.6

[route]
ant_nets = 0
wl_um = 10500
dr.pass1.iters = 5
wl_per_cell_um = 21.0
route.detailed.drc = 0
antennaDiodeCount = 0
drtIter0Drc = 191
via_per_inst = 6.03
num_vias = 3002

[final_timing]
fmax_ghz = 0.455
setup_violations = 0
maxSlewViolCount = 0
rsz0062_at_grt = "no"
hold_violations = 0
totalNegativeSetupSlack_ns = 0
period_needed_ns = 2.20
finalCritPeriodShare_pct = 70.8
skew_ns = 0.0114
worstMarginPinSlew_ns = 0.823
worst_slack_ns = 0.904
maxSlewHeadroom_pct = 45.2

[die]
fp.coreArea_um2 = 8720
io-pin-count = 27
std_cell_rows = 34
die_w_um = 96.9
die_height_um = 96.9
dieArea_um2 = 9390
fp_util_pct = 51.6

[cells_and_area]
mostFrequentLayoutCell = "dfrtp_1"
lay_top_cells = "dfrtp_1, nor2_1, clkdlybuf4s50_1, mux2i_1, nand2_1"
areaGrowthSynthToFinish_pct = 12.9
final_cells = 498
drive_above_1_share_pct = 13.1

[power]
p_leak_nw = 2.04
switching_share_pct = 26.0
pwr-share-seq_pct = 60.5
cell_internal_pwr_w = 0.00190
vdd_drop_max_mv = 0.290
pwr-share-comb_pct = 5.4
p_sw_w = 0.000665
power_frac_clock_pct = 34.1
p_per_area_nw_per_um2 = 504
final timing paths:
path                                            startpoint                          to  slack [ns]  cells past startpoint
worst max-delay path            shifted_rxdata_40bit_r[19]         eieos_detected_r[6]        0.90                      5
worst min-delay path                             reset_n_i                   rate_r[1]        0.24                      1
worst max register to register  shifted_rxdata_40bit_r[19]         eieos_detected_r[6]        0.90                      5
worst min register to register             rxdata_pma_r[6]  shifted_rxdata_40bit_r[36]        0.36                      0
max in group asynchronous                        reset_n_i         aligned_rxdata_r[9]        2.13                      2
min in group clk0                          rxdata_pma_r[6]  shifted_rxdata_40bit_r[36]        0.36                      0
synth_stat cells, types with 2 or more instances:
cell type and instances:
clkbuf_1 6, nand4_1 9, a211o_1 3, nand2b_1 2, nor3_2 2, and3_1 5, nor4_1 12, or3_1 3
buf_6 2, o21a_1 2, dfrtp_1 109, nor4b_1 5, mux4_2 10, and4_1 5, o31ai_1 3, nand3_1 10
o21ai_0 3, nor2b_1 6, a31oi_1 2, and3_2 3, nand2_1 22, or2_2 2, nor3_1 10, nor2_1 31
or4_1 3, and2_1 6, nand4b_1 3, o311ai_1 2, mux2i_1 23, nor3b_1 2, nand3b_1 2, inv_1 7
a21oi_1 11, nor4b_2 2, mux2_2 5
metrics by stage:
step / util (%) / hold WS, ns / area, µm² / total power, W
2_1_floorplan: - / 0.324 / 4500 / 0.00161
3_3_place_gp: 55.9 / 0.332 / 4870 / 0.00172
3_5_place_dp: 55.9 / 0.335 / 4870 / 0.00172
4_1_cts: 58.3 / 0.258 / 5080 / 0.00260
5_1_grt: 58.3 / 0.291 / 5080 / 0.00267
6_report: 58.3 / 0.245 / 5080 / 0.00256
area by class of cell:
cell class / count / area [µm²]
clock buffers: 10 / 138
repair buffers: 30 / 300
clock inverters: 6 / 72.6
flip-flops and latches: 109 / 2730
inverters: 7 / 26.3
well taps: 108 / 135
fillers: 700 / 3640
multi-input cells: 228 / 1680
routing by layer:
metal	part of all wire [%]	vias up
met5	0	-
met4	3.2	0
met3	5.2	21
met2	48	117
met1	44	1481
li1	-	1383
logic make-up after synthesis:
kind of cell | count (synthesis) | share of synthesized area [%]
AOI/OAI and AO/OA | 36 | 5.84
buffers and inverters | 19 | 2.06
DFF | 109 | 60.6
muxes | 38 | 11.4
and+or+nand+nor | 154 | 20.2
flip-flops by register name (all words and copies together), names as in the netlist:
name,count
aligned_rxdata_r,10
blockalign_enable_r,1
eieos_detected_r,10
index_value_r,4
rate_r,3
rxdata_pma_r,10
rxdata_valid_r,1
shifted_rxdata_40bit_r,38
shifted_rxdata_90bit_r,32
power by group through the flow:
| stage | Sequential, W | Clock (W) | Combinational [W] |
|---|---|---|---|
| 4_1_cts | 0.00155 | 0.000910 | 0.000142 |
| 5_1_grt | 0.00156 | 0.000954 | 0.000156 |
| 6_report | 0.00155 | 0.000873 | 0.000138 |
Power figures rest on the tool's default switching activity, not on a simulated workload.
